==> design.v <==
module sp_ram
  #(
    parameter ADDR_WIDTH = 8,
    parameter DATA_WIDTH = 32,
    parameter NUM_WORDS  = 256
  )(
    input  logic                    clk,
    input  logic                    en_i,
    input  logic [ADDR_WIDTH-1:0]   addr_i,
    input  logic [DATA_WIDTH-1:0]   wdata_i,
    output logic [DATA_WIDTH-1:0]   rdata_o,
    input  logic                    we_i,
    input  logic [DATA_WIDTH/8-1:0] be_i
  );
  localparam words = NUM_WORDS/(DATA_WIDTH/8);
  logic [DATA_WIDTH/8-1:0][7:0] mem[words];
  logic [DATA_WIDTH/8-1:0][7:0] wdata;
  logic [ADDR_WIDTH-1-$clog2(DATA_WIDTH/8):0] addr;
  integer i;
  assign addr = addr_i[ADDR_WIDTH-1:$clog2(DATA_WIDTH/8)];
  always @(posedge clk)
  begin
    if (en_i && we_i)
    begin
      for (i = 0; i < DATA_WIDTH/8; i++) begin
        if (be_i[i])
          mem[addr][i] <= wdata[i];
      end
    end
    rdata_o <= mem[addr];
  end
  genvar w;
  generate for(w = 0; w < DATA_WIDTH/8; w++)
    begin
      assign wdata[w] = wdata_i[(w+1)*8-1:w*8];
    end
  endgenerate
endmodule
==> run.sh <==
#!/bin/bash
# OpenROAD 26Q1-2900-gdf79404cd8, Yosys 0.63+post, stock flow scripts
make -C /OpenROAD-flow-scripts/flow DESIGN_CONFIG=/design/flow/config.mk WORK_HOME=/design/flow/orfs finish
==> config.mk <==
export PLATFORM = sky130hd
export DESIGN_NAME = sp_ram
export DESIGN_NICKNAME = sp_ram
export VERILOG_FILES = /design/flow/design.v
export SDC_FILE = /design/flow/constraint.sdc
export NUM_CORES = 4
export LEC_CHECK = 1
export CORE_UTILIZATION = 40
==> constraint.sdc <==
current_design sp_ram

set clk_period 31.2
set clk_io_pct 0.2

create_clock -name clk0 -period $clk_period [get_ports {clk}]

set non_clock_inputs [all_inputs -no_clocks]
set_input_delay [expr $clk_period * $clk_io_pct] -clock clk0 $non_clock_inputs
set_output_delay [expr $clk_period * $clk_io_pct] -clock clk0 [all_outputs]
==> impl_metrics.sql <==
-- implementation run metrics
INSERT INTO impl_metrics (metric_group, metric, value, unit) VALUES
('cts', 'cts.repair.resized', '0', ''),
('route', 'drt_pass1_iterations', '8', ''),
('worst_setup_path', 'crit_type', 'input pin to flop', ''),
('cts', 'worst_skew_pair.late_latency', '0.87', 'ns'),
('job', 'openroad.warnings', '28', ''),
('synthesis', 'netlist-cell-type-count', '60', ''),
('cts', 'cts.path.max_buffers', '3', ''),
('worst_setup_path', 'worst_setup_path_end_kind', 'flop', ''),
('pwr', 'total_leakage_power', '0.0283', 'µW'),
('job', 'max_cap_viol_count', '0', ''),
('finish', 'layout_top_cells_excl_fill_tap', '2048 x sky130_fd_sc_hd__edfxtp_1, 394 x sky130_fd_sc_hd__nor2_1, 287 x sky130_fd_sc_hd__mux2i_1', ''),
('final_timing', 'finalHoldViolations', '0', ''),
('cts', 'numCtsBuffers', '199', ''),
('cts', 'clock_net_sink_count', '2080', ''),
('global_routing', 'grt_usage', '0.263', ''),
('final_timing', 'timing.final.crit_period', '10.58', 'ns'),
('finish', 'drive_gt1_frac', '0.159', ''),
('finish', 'layout-area-overhead-vs-synth', '13.3', '%'),
('place', 'place.detailed.hpwl', '152000', 'µm'),
('die', 'initial_utilization', '0.404', ''),
('worst_setup_path', 'cp_cell_sequence', 'buf_8 -> buf_4 -> buf_4 -> buf_4 -> or2b_1 -> buf_4 -> o22ai_1 -> a221oi_1 -> a21oi_1 -> nor4_1 -> o2111ai_1', ''),
('global_routing', 'grt_start_max_net_pins', '100', ''),
('die', 'dieArea', '201000', 'µm²'),
('final_timing', 'total_setup_violations_reported_at_the_end_of_the_flow', '0', ''),
('cts', 'tritoncts_clock_tree', 'done', ''),
('cts', 'cts.root.buffer_cell', 'sky130_fd_sc_hd__clkbuf_16', ''),
('die', 'core', '198000', 'µm²'),
('pwr', 'power.density', '64.1', 'nW/µm²'),
('final_timing', 'worst_clock_skew', '0.0445', 'ns'),
('finish', 'fillCellCount', '16500', ''),
('global_routing', 'grt_pass1_vias', '46400', ''),
('global_routing', 'antenna_found_initial', '24', ''),
('final_timing', 'timing.slew.headroom', '0.214', ''),
('worst_setup_path', 'slowest_stage', 'sky130_fd_sc_hd__buf_4', ''),
('route', 'dr_total_vias', '44600', ''),
('final_timing', 'timing.final.crit_share', '0.339', ''),
('finish', 'logic_area', '16200', 'µm²'),
('final_timing', 'setup_total_negative_slack', '0', 'ns'),
('route', 'drt-total-wl', '242000', 'µm'),
('finish', 'flop_area', '62100', 'µm²'),
('worst_setup_path', 'crit_required', '31.80', 'ns'),
('synthesis', 'synth.yosys.seq_area_share', '0.778', ''),
('route', 'drt_iter0_drc', '3445', ''),
('worst_setup_path', 'crit_top_cell', 'sky130_fd_sc_hd__buf_4', ''),
('route', 'drt.antenna.violating_nets', '0', ''),
('global_routing', 'grt_first_pass_wirelength', '341000', 'µm'),
('cts', 'cts_hold_repair.buffers', '0', ''),
('place', 'post_dp_cell_area', '83900', 'µm²'),
('synthesis', 'ys_warn_count', '1', ''),
('synthesis', 'yosysChipArea', '79900', 'µm²'),
('synthesis', 'ys_cells', '4596', ''),
('status', 'run_status', 'completed', ''),
('final_timing', 'rsz_0062_raised_after_global_routing', 'false', ''),
('synthesis', 'edf_count', '2048', ''),
('global_routing', 'globalRoute.totalOverflow', '0', ''),
('pwr', 'vdd.ir_drop.worst', '0.0000681', 'V'),
('worst_setup_path', 'worst_path_arrival', '11.17', 'ns'),
('synthesis', 'ys_ff', '2080', ''),
('place', 'buffers_on_ports', '76', ''),
('synthesis', 'synth-async-reset-ratio', '0', ''),
('final_timing', 'finalMaxSlewViolations', '0', ''),
('route', 'via_per_instance_ratio', '5.86', ''),
('cts', 'clkTransAtPathRegs', '0.06', 'ns'),
('synthesis', 'synthesis.area', '79900', 'µm²'),
('place', 'gp_congestion', '0.948', ''),
('die', 'chipWidth', '449', 'µm'),
('worst_setup_path', 'startpoint_type', 'input pin', ''),
('worst_setup_path', 'critical_path.max_fanout', '60', ''),
('min_path', 'hp-class', 'flop to flop', ''),
('synthesis', 'ys.flop_type', 'sky130_fd_sc_hd__edfxtp_1', ''),
('finish', 'most_instantiated_logic_cell_after_routing', 'sky130_fd_sc_hd__edfxtp_1', '');
## state kept, by name (all words and copies together) (netlist names)
signal,count
mem,2048
rdata_o,32
## layout make-up
type	instances	share of cell area
multi-input cells	2185	0.179
diodes	30	0.000830
inverters	4	0.000207
clock inverters	122	0.0135
clock buffers	248	0.0586
flip-flops and latches	2080	0.687
well taps	2640	0.0365
repair buffers	295	0.0251
## worst max-delay path, delay by kind of cell
kind                   cells  cell delay [ns]
buffers and inverters      5             2.56
and+or+nand+nor            2             1.14
AOI/OAI and AO/OA          4             1.04
## report_power, final
part           total (µW)  switching (µW)  leakage (µW)  internal (µW)
Sequential           3090            9.98        0.0187           3080
Clock                2400            1060       0.00319           1350
Combinational         311             223       0.00648           88.1
Total                5800            1290        0.0283           4520
## cells in the mapped netlist (27+ instances only)
master	number	area, µm²
sky130_fd_sc_hd__a21oi_1	182	911
sky130_fd_sc_hd__a221oi_1	178	1560
sky130_fd_sc_hd__a22o_1	29	254
sky130_fd_sc_hd__a22oi_1	281	2110
sky130_fd_sc_hd__a31oi_1	54	338
sky130_fd_sc_hd__buf_1	27	101
sky130_fd_sc_hd__buf_2	115	576
sky130_fd_sc_hd__buf_4	32	240
sky130_fd_sc_hd__clkbuf_1	128	480
sky130_fd_sc_hd__dfxtp_1	32	641
sky130_fd_sc_hd__edfxtp_1	2048	61500
sky130_fd_sc_hd__mux2_2	114	1280
sky130_fd_sc_hd__mux2i_1	287	2870
sky130_fd_sc_hd__mux4_2	66	1490
sky130_fd_sc_hd__nand2_1	127	477
sky130_fd_sc_hd__nor2_1	401	1510
sky130_fd_sc_hd__o21ai_0	100	500
sky130_fd_sc_hd__o221ai_1	36	315
sky130_fd_sc_hd__o22ai_1	113	707
## per-layer routing
metal  wire, µm  GRT usage
met1      76900      0.303
met3      41500      0.196
met2     109000      0.366
met5        852     0.0384
met4      14300      0.123
## final timing paths
path                                     to  slack (ns)  cells past startpoint       start
worst min register to register   rdata_o[7]        0.63                      4  mem[54][7]
worst max-delay path            rdata_o[25]       20.62                     11   addr_i[4]
worst max register to register   rdata_o[8]       28.48                      5  mem[52][8]
worst min-delay path             rdata_o[7]        0.63                      4  mem[54][7]
## logic make-up after synthesis
| family | Yosys count | synth area share |
|---|---|---|
| DFF | 2080 | 0.778 |
| AOI/OAI and AO/OA | 1077 | 0.0955 |
| muxes | 482 | 0.0728 |
| buffers and inverters | 331 | 0.0212 |
| and+or+nand+nor | 626 | 0.0324 |
## through the flow
step / utilization / hold slack [ns] / std cells / worst slack [ns]
global route: 0.457 / 0.666 / 7588 / 20.63
floorplan: - / 0.548 / 4596 / 22.94
detailed placement: 0.424 / 0.617 / 7204 / 19.89
CTS: 0.457 / 0.629 / 7574 / 20.80
finish: 0.457 / 0.627 / 7604 / 20.62
global placement: 0.424 / 0.625 / 7204 / 19.89
No activity file was given, so power comes from the tool's default toggle rates.
