===== ./design.v =====
module ram_mux
  #(
    parameter ADDR_WIDTH = 32,
    parameter OUT_WIDTH = 32,
    parameter IN0_WIDTH = 32,  
    parameter IN1_WIDTH = 32
  )(
    input logic                     clk,
    input logic                     rst_n,
    input  logic                    port0_req_i,
    output logic                    port0_gnt_o,
    output logic                    port0_rvalid_o,
    input  logic [ADDR_WIDTH-1:0]   port0_addr_i,
    input  logic                    port0_we_i,
    input  logic [IN0_WIDTH/8-1:0]  port0_be_i,
    output logic [IN0_WIDTH-1:0]    port0_rdata_o,
    input  logic [IN0_WIDTH-1:0]    port0_wdata_i,
    input  logic                    port1_req_i,
    output logic                    port1_gnt_o,
    output logic                    port1_rvalid_o,
    input  logic [ADDR_WIDTH-1:0]   port1_addr_i,
    input  logic                    port1_we_i,
    input  logic [IN1_WIDTH/8-1:0]  port1_be_i,
    output logic [IN1_WIDTH-1:0]    port1_rdata_o,
    input  logic [IN1_WIDTH-1:0]    port1_wdata_i,
    output logic                    ram_en_o,
    output logic [ADDR_WIDTH-1:0]   ram_addr_o,
    output logic                    ram_we_o,
    output logic [OUT_WIDTH/8-1:0]  ram_be_o,
    input  logic [OUT_WIDTH-1:0]    ram_rdata_i,
    output logic [OUT_WIDTH-1:0]    ram_wdata_o
  );
  localparam IN0_ADDR_HIGH = $clog2(OUT_WIDTH/8) - 1;
  localparam IN0_ADDR_LOW  = $clog2(IN0_WIDTH/8);
  localparam IN0_RATIO     = OUT_WIDTH/IN0_WIDTH;
  logic [OUT_WIDTH/8-1:0] port0_be;
  genvar i0;
  generate
    if (IN0_ADDR_HIGH >= IN0_ADDR_LOW)
    begin
      logic                                port0_addr_q;
      logic [IN0_RATIO-1:0][IN0_WIDTH-1:0] port0_rdata;
      always_ff @(posedge clk, negedge rst_n)
      begin
        if (~rst_n)
          port0_addr_q <= '0;
        else
          if (port0_gnt_o)
            port0_addr_q <= port0_addr_i[IN0_ADDR_HIGH:IN0_ADDR_LOW];
      end
      for(i0 = 0; i0 < IN0_RATIO; i0++)
      begin
        assign port0_be[(i0+1) * IN0_WIDTH/8 -1:i0*IN0_WIDTH/8] =
                (i0 == port0_addr_i[IN0_ADDR_HIGH:IN0_ADDR_LOW]) ? port0_be_i : '0;
        assign port0_rdata[i0] = ram_rdata_i[(i0+1)*IN0_WIDTH-1:i0*IN0_WIDTH];
      end
      assign port0_rdata_o = port0_rdata[port0_addr_q];
    end else begin
      assign port0_be = port0_be_i;
      assign port0_rdata_o = ram_rdata_i;
    end
  endgenerate
  localparam IN1_ADDR_HIGH = $clog2(OUT_WIDTH/8) - 1;
  localparam IN1_ADDR_LOW  = $clog2(IN1_WIDTH/8);
  localparam IN1_RATIO     = OUT_WIDTH/IN1_WIDTH;
  logic [OUT_WIDTH/8-1:0] port1_be;
  genvar i1;
  generate
    if (IN1_ADDR_HIGH >= IN1_ADDR_LOW)
    begin
      logic                                port1_addr_q;
      logic [IN1_RATIO-1:0][IN1_WIDTH-1:0] port1_rdata;
      always_ff @(posedge clk, negedge rst_n)
      begin
        if (~rst_n)
          port1_addr_q <= '0;
        else
          if (port1_gnt_o)
            port1_addr_q <= port1_addr_i[IN1_ADDR_HIGH:IN1_ADDR_LOW];
      end
      for(i1 = 0; i1 < OUT_WIDTH/IN1_WIDTH; i1++)
      begin
        assign port1_be[(i1+1) * IN1_WIDTH/8 -1:i1*IN1_WIDTH/8] =
                (i1 == port1_addr_i[IN1_ADDR_HIGH:IN1_ADDR_LOW]) ? port1_be_i : '0;
        assign port1_rdata[i1] = ram_rdata_i[(i1+1)*IN1_WIDTH-1:i1*IN1_WIDTH];
      end
      assign port1_rdata_o = port1_rdata[port1_addr_q];
    end else begin
      assign port1_be = port1_be_i;
      assign port1_rdata_o = ram_rdata_i;
    end
  endgenerate
  always_comb
  begin
    port0_gnt_o = 1'b0;
    port1_gnt_o = 1'b0;
    if(port0_req_i)
      port0_gnt_o   = 1'b1;
    else if(port1_req_i)
      port1_gnt_o   = 1'b1;
  end
  assign ram_en_o    = port0_req_i | port1_req_i;
  assign ram_addr_o  = port0_req_i ? port0_addr_i  : port1_addr_i;
  assign ram_wdata_o = port0_req_i ? {OUT_WIDTH/IN0_WIDTH{port0_wdata_i}} : {OUT_WIDTH/IN1_WIDTH{port1_wdata_i}};
  assign ram_we_o    = port0_req_i ? port0_we_i    : port1_we_i;
  assign ram_be_o    = port0_req_i ? port0_be      : port1_be;
  always_ff @(posedge clk, negedge rst_n)
  begin
    if (rst_n == 1'b0)
    begin
      port0_rvalid_o <= 1'b0;
      port1_rvalid_o <= 1'b0;
    end
    else
    begin
      port0_rvalid_o <= port0_gnt_o;
      port1_rvalid_o <= port1_gnt_o;
    end
  end
endmodule

===== ./run.sh =====
#!/bin/bash
# OpenROAD 26Q1-2900-gdf79404cd8, Yosys 0.63+post, stock flow scripts
make -C /OpenROAD-flow-scripts/flow DESIGN_CONFIG=/design/flow/config.mk WORK_HOME=/design/flow/orfs finish

===== ./constraint.sdc =====
current_design ram_mux

set clk_period 1.0
set clk_io_pct 0.2

create_clock -name clk0 -period $clk_period [get_ports {clk}]

set non_clock_inputs [all_inputs -no_clocks]
set_input_delay [expr $clk_period * $clk_io_pct] -clock clk0 $non_clock_inputs
set_output_delay [expr $clk_period * $clk_io_pct] -clock clk0 [all_outputs]

===== ./config.mk =====
export PLATFORM = sky130hd
export DESIGN_NAME = ram_mux
export DESIGN_NICKNAME = ram_mux
export VERILOG_FILES = /design/flow/design.v
export SDC_FILE = /design/flow/constraint.sdc
export NUM_CORES = 4
export LEC_CHECK = 1
export CORE_AREA = 10 10 127 127
export DIE_AREA = 0 0 137 137

==> deck_impl_summary.md <==
Synthesis and Place & Route Summary

Placed design
  • GPL Wtd Cong: 0.914
  • Setup WS pre-CTS: -0.717 ns
  • DP HPWL: 7310 um
  • Buffers on Ports: 215

Flow run
  • Max Cap Viol: 0
  • Tool Warnings: 27

Status
  • Failing checks: setup timing
  • Status: finished, violations left

Synth
  • Synth Cell Area: 0.00173 mm2
  • Aoi share: 0%
  • Synth Seq Share: 2.89%
  • Number of standard cells reported by yosys: 146
  • Mapped Cells: 146
  • Ys flops: 2
  • Simple share: 0.722%
  • Avg Cell Area, Syn: 11.9 um2
  • Cell Type Count: 8
  • Yosys adder share: 0%
  • YS chip area: 0.00173 mm2
  • Yosys xor share: 0%
  • Synth logic family: multiplexers
  • Yosys warning total: 1
  • Mux cell area share: 59.5%

Timing
  • Unrepaired setup endpoints after global routing: yes
  • Final period util: 119%
  • Min Tclk post-route: 1.19 ns
  • Worst slew pin tran: 0.122 ns
  • Maximum clock frequency: 840 MHz
  • Final WS setup: -0.190 ns
  • Hold Vio Cnt, Final: 0
  • # setup viols final: 70
  • Max Slew Vio Count: 0
  • Max-slew headroom: 91.9%
  • Fin Setup TNS: -5.60 ns

Clock tree
  • Clock Sink Count: 2
  • TritonCTS buffer count: 3
  • Hold-fix buffers, CTS: 0
  • TritonCTS clock tree: yes
  • H-Tree Depth: 1
  • Root buf cell: clkbuf_16
  • Max clock buf depth: 2
  • Clock-pin slew on the worst setup and hold paths: 0.03 ns

Detailed routing
  • Number of DRC markers in iteration 0: 22
  • Final ANT Viol Nets: 0
  • Mean routed wirelength per cell: 18.1 um
  • Via density: 3.36
  • Drc violations: 0
  • DRT Wirelength: 8810 um
  • # diodes: 0
  • Via count: 1636
  • Number of detailed-route iterations in the first pass: 4

Setup path
  • Crit Path Category: in2out
  • Arrival time worst endpoint: 0.99 ns
  • Critical Path Start Type: input pin
  • Crit Path Max Fanout: 4
  • Crit path DRT: 0.80 ns
  • CP endpoint kind: primary output

GRT
  • GRT overflow: 0
  • Largest net degree at the start of global routing: 8
  • GRT Resource Usage Total: 8.26%
  • Antenna violations before repair: 0
  • Vias in the first global route: 1830
  • First-pass GRT wire length: 11800 um

Final layout
  • Area grow syn2layout: 115%
  • Top cells excl fill/tap: dlygate4sd2_1, mux2_4, buf_6
  • Layout cells sized above 1: 53.7%
  • Most frequent logic cell in the layout: dlygate4sd2_1
  • Storage cell area: 50.0 um2
  • Layout filler cell count: 1448
  • Logic area: 0.00106 mm2

Die
  • Die Y: 137 um
  • Rows: 42
  • Die ar.: 0.0188 mm2
  • Die x size: 137 um
  • IO Count: 312
  • Core Area: 0.0133 mm2
  • FP Core Util: 13.0%

Pwr
  • Power per cell area: 564 mW/mm2
  • Leakage: 1.97 nW
  • Max rail drop VDD: 0.410 mV

Hold path
  • Hold Crit Class: in2async
routing by layer:
layer / up-vias / global-route usage, % / routed length, um
met4: 0 / 1.23 / 96
met1: 718 / 8.99 / 3030
li1: 773 / - / -
met2: 133 / 14.6 / 4480
met3: 12 / 3.76 / 1210
met5: - / 0 / 0
registers in the layout, summed over array words and instances (netlist names):
signal / cells
port1_rvalid_o: 1
port0_rvalid_o: 1
what timing repair did:
| item | in CTS | in global routing |
|---|---|---|
| hold endpoints to repair | 0 | 0 |
| setup buffers | 5 | 0 |
| setup endpoints to repair | 74 | 70 |
| gates cloned | 9 | 0 |
| gates resized | 434 | 16 |
| pin swaps | 1 | 0 |
synth_stat cells, drive strengths merged:
master / instances / share of area (%)
buf: 73 / 37
or2: 1 / 0.36
mux2: 69 / 60
dfrtp: 2 / 2.9
nor2b: 1 / 0.36
cell type report:
type                       count  share of cell area, %
sequential                     2                   1.34
clock buffer                   3                   2.01
tap                          176                   5.90
multi-input combinational     71                   28.4
timing repair buffer         235                   62.4
where the power goes:
part           total (mW)  internal (mW)  switching, mW  leakage [nW]
clock network       0.600          0.509         0.0909        0.0370
registers          0.0866         0.0856       0.000904        0.0245
logic                1.42           1.07          0.346          1.91
total                2.10           1.67          0.438          1.97
cell families after synthesis:
group         after synthesis
mux                        69
flops                       2
simple gates                2
buf+inv                    73
stage by stage:
| stage | total power, mW | hold slack, ns | instances | cell area [um2] | util (%) |
|---|---|---|---|---|---|
| after detailed placement | 1.58 | 0.375 | 472 | 3550 | 26.6 |
| after floorplan | 0.695 | -0.0956 | 146 | 1730 | - |
| after global routing | 2.22 | 0.161 | 487 | 3730 | 27.9 |
| after global placement | 1.58 | 0.376 | 472 | 3550 | 26.6 |
| after CTS | 2.12 | 0.145 | 489 | 3690 | 27.6 |
| final | 2.10 | 0.147 | 487 | 3730 | 27.9 |
final timing paths:
kind,from,to,slack [ns],depth (start not counted)
max,port0_req_i,ram_wdata_o[15],-0.19,5
min in group clk0,port0_req_i,port0_rvalid_o$_DFF_PN0_,0.27,2
max in group asynchronous,rst_n,port0_rvalid_o$_DFF_PN0_,0.73,1
min,rst_n,port1_rvalid_o$_DFF_PN0_,0.15,1
worst max-delay path, stage by stage:
cell	delay (ns)
buf_16	0.13
buf_12	0.13
buf_12	0.12
mux2_4	0.29
buf_6	0.11
Power figures rest on the tool's default switching activity, not on a simulated workload.
