File: design/flow/design.v
module dp_ram
  #(
    parameter ADDR_WIDTH = 8
  )(
    input  logic clk,
    input  logic                   en_a_i,
    input  logic [ADDR_WIDTH-1:0]  addr_a_i,
    input  logic [31:0]            wdata_a_i,
    output logic [31:0]            rdata_a_o,
    input  logic                   we_a_i,
    input  logic [3:0]             be_a_i,
    input  logic                   en_b_i,
    input  logic [ADDR_WIDTH-1:0]  addr_b_i,
    input  logic [31:0]            wdata_b_i,
    output logic [31:0]            rdata_b_o,
    input  logic                   we_b_i,
    input  logic [3:0]             be_b_i
  );
  localparam words = 2**ADDR_WIDTH;
  logic [3:0][7:0] mem[words];
  always @(posedge clk)
  begin
    if (en_a_i && we_a_i)
    begin
      if (be_a_i[0])
        mem[addr_a_i][0] <= wdata_a_i[7:0];
      if (be_a_i[1])
        mem[addr_a_i][1] <= wdata_a_i[15:8];
      if (be_a_i[2])
        mem[addr_a_i][2] <= wdata_a_i[23:16];
      if (be_a_i[3])
        mem[addr_a_i][3] <= wdata_a_i[31:24];
    end
    rdata_a_o <= mem[addr_a_i];
    if (en_b_i && we_b_i)
    begin
      if (be_b_i[0])
        mem[addr_b_i][0] <= wdata_b_i[7:0];
      if (be_b_i[1])
        mem[addr_b_i][1] <= wdata_b_i[15:8];
      if (be_b_i[2])
        mem[addr_b_i][2] <= wdata_b_i[23:16];
      if (be_b_i[3])
        mem[addr_b_i][3] <= wdata_b_i[31:24];
    end
    rdata_b_o <= mem[addr_b_i];
  end
endmodule
File: design/flow/run.sh
#!/bin/bash
# OpenROAD 26Q1-2900-gdf79404cd8, Yosys 0.63+post, stock flow scripts
make -C /OpenROAD-flow-scripts/flow DESIGN_CONFIG=/design/flow/config.mk WORK_HOME=/design/flow/orfs finish
File: design/flow/config.mk
export PLATFORM = sky130hd
export DESIGN_NAME = dp_ram
export DESIGN_NICKNAME = dp_ram
export VERILOG_FILES = /design/flow/design.v
export SDC_FILE = /design/flow/constraint.sdc
export NUM_CORES = 4
export LEC_CHECK = 1
export CORE_UTILIZATION = 50
export SYNTH_MEMORY_MAX_BITS = 65536
File: design/flow/constraint.sdc
current_design dp_ram

set clk_period 63.9
set clk_io_pct 0.2

create_clock -name clk0 -period $clk_period [get_ports {clk}]

set non_clock_inputs [all_inputs -no_clocks]
set_input_delay [expr $clk_period * $clk_io_pct] -clock clk0 $non_clock_inputs
set_output_delay [expr $clk_period * $clk_io_pct] -clock clk0 [all_outputs]
==> flow_metrics.tcl <==
# flow metrics
set metrics [dict create \
    status "complete, but fails checks" \
    failed_checks "capacitance limit, slew limit" \
    crit_buf_inv 10 \
    finClkSkew_ns 0.07089 \
    final_core_util 0.5566 \
    ys_seq_share 0.5131 \
    worst_pin_slew_ns 1.557 \
    total_leakage_power_uw 0.1684 \
    slew_headroom -0.05155 \
    yosys_area_mm2 0.4819 \
    finalMaxSlewViolations 2 \
    ctsResizeCount 0 \
    switching_share 0.2519 \
    cp_top_family "buffers and inverters" \
    power_density_mw_per_mm2 23.95 \
    num_rows 360 \
    critPathLaunchType "primary input" \
    fp_util 0.5016 \
    syn_to_final_growth_pct 10.97 \
    clk_pin_slew_worst_paths_ns 0.06 \
    cts_hold_buf 0 \
    warning_count 40 \
    critPathKind "in2reg" \
    hpwl_um 1233000 \
    vdd_drop_max_mv 0.02451 \
    cts.sinks 8256 \
    dr.first_iter.drc_count 23920 \
    antenna_found_initial 220 \
    die_w_um 983.8 \
    p_clk_frac 0.422 \
    clkLatencyLatePin_ns 1.19 \
    final-hold-violation-count 0 \
    final.setup.tns_ns 0 \
    hold_path_class "reg2reg" \
    num_io_pins 157 \
    cts_tree "yes" \
    vias 312200 \
    port-buffer-count 156 \
    grt_max_degree 112 \
    post_drt_wl_per_cell_um 43.31 \
    finalCriticalPeriod_ns 19.93 \
    grt_pass1_vias 329200 \
    path_max_fanout 46 \
    dieArea_mm2 0.9678 \
    yosysCellCount 30030 \
    finalSetupViolCount 0 \
    cap_violations 1 \
    slowest_delay_ns 1.20 \
    grt_pass1_wl_um 2621000 \
    viasPerCell 7.136 \
    numCtsBuffers 932 \
    gp_congestion 1.013 \
    h-tree-depth 6 \
    layout_top_cells "8192 x mux2_2, 8192 x edfxtp_1, 4096 x mux4_2, 2199 x buf_4, 2048 x a22oi_1" \
    netSwitchingPower_uw 3226 \
    postSynthAreaPerCell_um2 16.05 \
    synth_cell_types 27 \
    cts_buffer_depth 5 \
    fmax_mhz 50.17 \
    dieHeight_um 983.8 \
    ys.flops 8256 \
    worstPathRequired_ns 64.86 \
    drcViolationCount 0 \
    place_area_mm2 0.5036 \
    fin_crit_sh 0.3119 \
    end_kind "register" \
    clockRootBuffer "clkbuf_16" \
    p_int_uw 9581 \
    ys_warn_count 1 \
    cp_cell_sequence "buf_16, buf_4, buf_4, buf_4, buf_4, buf_4, buf_4, buf_4, buf_4, buf_4, mux4_2, a22oi_1, a21oi_1, o41ai_1, nand4_1" \
    core_mm2 0.9608 \
    synthCells 30030 \
    crit_slowest_cell "o41ai_1" \
    drt-total-wl_um 1895000 \
    stdcell_area_mm2 0.5348 \
    crit_arrival_ns 20.89 \
    combPwrFrac 0.110 \
    synth_area_mm2 0.4819 \
    rsz0062_at_grt "no" \
    drive_gt1_frac 0.5418 \
    ant_nets 0 \
    drt_first_pass_iters 6 \
    path_common_cell "buf_4" \
    grt-ovfl-total 0 \
    seq_power_share 0.468 \
    post-cts-setup-buffers 0 \
    gr-usage-all-layers 0.4309 \
]
## path summary, 6_finish.rpt
| check | slack [ns] | to | cells past startpoint | from |
|---|---|---|---|---|
| hold reg to reg | 0.95 | rdata_a_o[0] | 5 | mem[162][0] |
| setup / recovery | 43.97 | rdata_b_o[6] | 15 | addr_b_i[0] |
| setup reg to reg | 60.15 | rdata_b_o[27] | 5 | mem[228][27] |
| hold / removal | 0.95 | rdata_a_o[0] | 5 | mem[162][0] |
## per-stage QoR
step / setup WS, ns / hold slack, ns / std cells / total power (µW)
after floorplan: 48.77 / 0.8396 / 30030 / 6923
after global placement: 42.68 / 0.9481 / 41510 / 7458
after detailed placement: 42.79 / 0.9422 / 41510 / 7469
after CTS: 43.98 / 0.9579 / 43210 / 12820
after global routing: 43.20 / 1.018 / 43510 / 13080
final: 43.97 / 0.9523 / 43750 / 12810
## synthesized netlist by cell type
cell,count,area [µm²]
a21oi_1,1024,5125
a22oi_1,2048,15370
and2_1,11,68.82
and2b_1,1,7.510
and3_1,9,56.30
buf_1,246,923.4
buf_2,399,1997
buf_4,85,638.1
buf_6,75,844.6
clkbuf_1,2958,11100
dfxtp_1,64,1281
edfxtp_1,8192,246000
mux2_2,8192,92250
mux4_2,4096,92250
nand2_1,726,2725
nand2_2,10,62.56
nand2b_1,6,37.54
nand3_1,85,425.4
nand4_1,67,419.2
nor2_1,120,450.4
nor2_2,308,1927
nor2b_1,18,112.6
nor3_1,4,20.02
o21ai_0,660,3303
o22ai_1,364,2277
o41ai_1,256,2242
or2_2,2,12.51
## flip-flops by register name, indices dropped and copies added (netlist names)
signal	count
rdata_a_o	32
mem	8192
rdata_b_o	32
## cell type report
class	count	area [µm²]
Antenna cell	546	1366
Clock buffer	1144	24460
Clock inverter	548	5321
Fill cell	74030	426000
Multi-Input combinational cell	18010	220900
Sequential cell	8256	247300
Tap cell	12850	16080
Timing Repair Buffer	2402	19360
## power groups by stage
stage,sequential [µW],combinational [µW],clock [µW]
final,5990,1410,5410
after global routing,5990,1450,5640
after CTS,5990,1370,5460
## worst register-to-register path, stage by stage, from the launching register on
cell      delay [ns]
edfxtp_1        0.38
mux4_2          0.50
a22oi_1         0.25
a21oi_1         0.30
o41ai_2         1.29
nand4_1         0.69
## cells by family (layout without fill, tap and decap cells)
family / Yosys count / in the layout / share of synthesized area
AOI/OAI and AO/OA: 4352 / 4352 / 0.05877
buffers and inverters: 3763 / 4094 / 0.03218
DFF: 8256 / 8256 / 0.5131
muxes: 12290 / 12290 / 0.3828
other: 0 / 546 / 0
and+or+nand+nor: 1367 / 1367 / 0.01312
## metal layers
layer	GRT usage	wire [µm]
met5	0.05757	4843
met4	0.2498	136700
met3	0.3145	337900
met2	0.5660	827100
met1	0.5292	588300
No activity file was given, so power comes from the tool's default toggle rates.
